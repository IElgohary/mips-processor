==> flow/design.v <==
module ex (brachAdr,zero, ALUres, reg21, writeReg,BranchOut, MemReadOut, MemWriteOut, RegWriteOut,MemtoRegOut,pc, reg1, reg2, offset, rt, rs, RegDest, ALUOp, ALUSrc, Branch, MemRead, MemWrite, RegWrite,MemtoReg, clock);
output [31:0] brachAdr,ALUres,reg21;
output [4:0] writeReg;
output zero,BranchOut, MemReadOut, MemWriteOut, RegWriteOut,MemtoRegOut;
input [31:0] pc, reg1, reg2, offset;
input [4:0] rt, rs;
input [0:1] ALUOp;
input RegDest, ALUSrc, Branch, MemRead, MemWrite, RegWrite,MemtoReg, clock;
wire [4:0] rt1, rs1;
wire [5:0] func;
wire [1:0] ALUOp1;
wire [3:0] aluControl;
wire [31:0] mulof,aluin,pc1, reg11, reg21, offset1;
wire RegDest1, ALUSrc1;
IDEXreg regesters(pc1, reg11, reg21, offset1, rt1, rs1, RegDest1, ALUOp1, ALUSrc1, BranchOut, MemReadOut, MemWriteOut, RegWriteOut,MemtoRegOut,pc, reg1, reg2, offset, rt, rs, RegDest, ALUOp, ALUSrc, Branch, MemRead, MemWrite, RegWrite,MemtoReg, clock);
assign mulof=offset1*4;
adder addBrachAdress(brachAdr,pc1,mulof);
mux m1(aluin,offset1,reg21,ALUSrc1);
assign func=offset1[5:0];
alu_control c1(func, ALUOp1, aluControl);
alu alu1(ALUres, zero, reg11, aluin, aluControl);
miniMux m2(writeReg,rt1,rs1,RegDest1);
endmodule
module adder (out, in1, in2);
    input [31:0] in1 , in2;
    output [31:0] out;
    assign out = in1 + in2;
endmodule
module alu(out, zeroFlag, in1, in2, aluControl);
    input[31: 0] in1, in2;
    input[3: 0] aluControl;
    output reg[31: 0] out;
    output reg zeroFlag;
    always @(in1, in2, aluControl)
    begin
        case (aluControl) 
        4'b 0000: out = in1 & in2  ;  
        4'b 0001: out = in1 | in2  ;   
        4'b 0010: out = in1 + in2  ;  
        4'b 0110: if (in1 == in2)   begin zeroFlag = 1;
                    end
                else  zeroFlag = 0;    
        4'b 0111: out = (in1 < in2) ? 1 : 0  ;  
        4'b 1111: out =  in1 << in2 [10:6];   
        4'b 1110: out = in1 >> in2[10:6];     
        4'b 1011: if (in1 == in2)   begin zeroFlag = 0;
                    end
                else zeroFlag = 1;  
        endcase 
    end 
endmodule
module alu_control(funct, AluOp, outp);
    input [5:0] funct;
    input [1:0] AluOp;
    output [3:0] outp;
    reg [3:0] outp;
    always @(funct or AluOp or outp)
    begin
        case (AluOp)
        2'b00: outp = 4'b0010 ; 
        2'b01: outp = 4'b0110 ; 
        2'b10 : if (funct ==  6'b100000) begin  
                    outp=4'b0010 ;
                end
            else if ( funct== 6'b100010) begin  
                    outp=4'b0110 ;
                end
            else if ( funct==6'b100100) begin  
                    outp=4'b0000;
                end
            else if( funct== 6'b100101) begin  
                    outp=4'b0001;
               end
            else  if( funct==6'b101010) begin  
                 outp=4'b0111;  
                end
          else   if( funct==6'b 000000) begin     
                 outp= 4'b 1111; 
               end
         else if ( funct==6'b 000010) begin  
                outp= 4'b 1110;  
                end
         2'b11: outp = 4'b1011 ;    
        default: outp = 0;
        endcase
    end
endmodule
module miniMux (out, in1 , in2, sel);
    input sel;
    input [4:0] in1,in2;
    output reg [4:0] out;
    always@(sel or in1 or in2)
    case (sel)
      0: out <= in1;
      1: out <= in2;
    endcase
endmodule
module mux (out, in1 , in2, sel);
    input sel;
    input [31:0] in1,in2;
    output reg [31:0] out;
    always@(sel or in1 or in2)
    case (sel)
      0: out <= in1;
      1: out <= in2;
    endcase
endmodule
module IDEXreg ( pcOut, reg1Out, reg2Out, offsetOut, rtOut, rdOut, RegDestOut, ALUOpOut, ALUSrcOut, BranchOut, MemReadOut, MemWriteOut, RegWriteOut,MemtoRegOut, pc, reg1, reg2, offset, rt, rd, RegDest, ALUOp, ALUSrc, Branch, MemRead, MemWrite, RegWrite,MemtoReg, clock);
output reg [31:0] pcOut, reg1Out, reg2Out, offsetOut;
output reg [4:0] rtOut, rdOut;
output reg [0:1] ALUOpOut;
output reg RegDestOut, ALUSrcOut, BranchOut, MemReadOut, MemWriteOut, RegWriteOut,MemtoRegOut; 
input [31:0] pc, reg1, reg2, offset;
input [4:0] rt, rd;
input [0:1] ALUOp;
input RegDest, ALUSrc, Branch, MemRead, MemWrite, RegWrite,MemtoReg, clock; 
always@(posedge clock)
begin
pcOut=pc;
reg1Out=reg1;
reg2Out=reg2;
offsetOut=offset;
rtOut=rt;
rdOut=rd;
ALUOpOut=ALUOp;
RegDestOut=RegDest;
ALUSrcOut=ALUSrc;
BranchOut=Branch;
MemReadOut=MemRead;
MemWriteOut=MemWrite;
RegWriteOut=RegWrite;
MemtoRegOut=MemtoReg;
end
endmodule
==> flow/run.sh <==
#!/bin/bash
# OpenROAD 26Q1-2900-gdf79404cd8, Yosys 0.63+post, stock flow scripts
make -C /OpenROAD-flow-scripts/flow DESIGN_CONFIG=/design/flow/config.mk WORK_HOME=/design/flow/orfs finish
==> flow/config.mk <==
export PLATFORM = sky130hd
export DESIGN_NAME = ex
export DESIGN_NICKNAME = ex
export VERILOG_FILES = /design/flow/design.v
export SDC_FILE = /design/flow/constraint.sdc
export NUM_CORES = 4
export LEC_CHECK = 1
export CORE_UTILIZATION = 40
==> flow/constraint.sdc <==
current_design ex

set clk_period 10.2
set clk_io_pct 0.2

create_clock -name clk0 -period $clk_period [get_ports {clock}]

set non_clock_inputs [all_inputs -no_clocks]
set_input_delay [expr $clk_period * $clk_io_pct] -clock clk0 $non_clock_inputs
set_output_delay [expr $clk_period * $clk_io_pct] -clock clk0 [all_outputs]
==> results_dict.tcl <==
# metrics dict for downstream scripts
set metrics [dict create \
    lay_top_count "clkdlybuf4s50_1" \
    cp_data_arrival_time_ns 3.87 \
    design_area_um2 15700 \
    wl_met2_um 19500 \
    drt-vias-per-instance 5.73 \
    wire_per_inst_um 21.5 \
    warning_count 91 \
    leakagePower_nw 6.79 \
    drt_iter0_markers 910 \
    top_layer "met4" \
    die_x_um 178 \
    die_y_um 178 \
    finalHoldViolCount 0 \
    utilization_pct 52.3 \
    yosys_warnings 5 \
    outcome "finished clean" \
    dpl_cell_area_um2 15100 \
    grt_pass1_vias 11700 \
    cap_violations 0 \
    netlist_instances 1522 \
    overflow 0 \
    slew_headroom_pct 38.2 \
    wl_met1_um 21100 \
    hold_end "regesters.ALUOpOut[1]" \
    rsz0062_at_grt "no" \
    min_period_ns 5.91 \
    clkTransAtPathRegs_ns 0.07 \
    edf_count 0 \
    p_sw_uw 687 \
    diodes 0 \
    end_kind "primary output" \
    p_seq_share_pct 33.4 \
    floorplan.core_util_pct 41.1 \
    cts.hold.buffers_added 0 \
    cts_root_buf "clkbuf_16" \
    chip_area_um2 31600 \
    start_kind "flop" \
    design_power_total_mw 1.94 \
    place_congestion 1.05 \
    port_buffers 254 \
    crit_type "reg2out" \
    cts_made_buffers 17 \
    async_flop_share_pct 0 \
    required_ns 8.16 \
    drt-total-wl_um 45800 \
    finalMaxSlewViolations 0 \
    grt_first_pass_wirelength_um 69800 \
    cts.repair.resized 0 \
    syn_area_um2 12300 \
    min_path_cells 1 \
    ioPinCount 255 \
    grt_use_total_pct 30.1 \
    first_pass_iters 5 \
    switching_share_pct 35.4 \
    ff_type "dfxtp_1" \
    unclocked_regs 37 \
    untimed_endpoints 70 \
    grt_max_degree 65 \
    vdd_drop_max_uv 175 \
    synth_chip_area_um2 12300 \
    cts_tree "built" \
    drive_above_1_share_pct 4.70 \
    area_delta_synth_final_pct 27.2 \
    htree_levels 4 \
    route.met3.wl_um 3990 \
    share_comb_of_total_power_pct 35.4 \
    post_cts_buffers 0 \
    synth_cell_type_count 78 \
    setup_viol 0 \
    ys_ff 184 \
    p_per_area_nw_per_um2 124 \
    path_max_fanout 5 \
    clockBufferDepth 2 \
    tightest_slew_ns 0.914 \
    min-delay-start "ALUOp[1]" \
    finalCritPeriodShare_pct 57.9 \
    core_um2 30000 \
    fill_cells 2852 \
    intPower_mw 1.25 \
    synth.avg_cell_area_um2 8.11 \
    ant_nets 0 \
    comb_area_um2 8130 \
    antenna_found_initial 0 \
    p_clk_share_pct 31.2 \
    seq_area_um2 3500 \
    ys_cells 1522 \
    fmax_ghz 0.169 \
    holdCritPathClass "in2reg" \
    layout_top_cells "clkdlybuf4s50_1, dfxtp_1, nor2_1" \
    hpwl_um 35900 \
    drc 0 \
    fp-row-count 63 \
    setup_tns_ns 0 \
    vias 12200 \
]
## registers in the layout (all words and copies together) (netlist names), 4 cells and up
name / flops
alu1.out: 32
regesters.offsetOut: 32
regesters.pcOut: 32
regesters.reg1Out: 32
regesters.reg2Out: 32
regesters.rdOut: 5
regesters.rtOut: 5
c1.outp: 4
## synthesized netlist by cell type, types with 26 or more instances
cell type | n | area [um2]
o211ai_1 | 31 | 233
mux2i_1 | 101 | 1010
nor2_1 | 144 | 541
ha_1 | 127 | 1590
o21ai_0 | 102 | 510
clkbuf_1 | 43 | 161
a21oi_1 | 123 | 616
dlxtn_1 | 37 | 556
o221ai_1 | 26 | 228
dfxtp_1 | 147 | 2940
inv_1 | 92 | 345
nand2_1 | 133 | 499
xnor2_1 | 32 | 280
## power groups by stage
stage     Combinational (mW)  Sequential, mW  Clock, mW
4_1_cts                0.680           0.648      0.620
5_1_grt                0.746           0.653      0.649
6_report               0.687           0.648      0.605
## how the worst max path moves through the flow
stage	cells past startpoint	to	start	slack (ns)
4_1_cts	13	brachAdr[28]	regesters.offsetOut[0]	4.26
5_1_grt	13	brachAdr[28]	regesters.offsetOut[0]	4.02
6_report	13	brachAdr[28]	regesters.offsetOut[0]	4.29
## metal layers
metal | global-route usage, % | vias to the layer above
met3 | 6.48 | 62
li1 | - | 5881
met1 | 46.1 | 5741
met5 | 0 | -
met4 | 6.77 | 0
met2 | 43.7 | 543
## cell type report
class	count	area share [%]
clock buffer	19	2.82
clock inverter	13	0.741
inverter	95	2.29
multi-input combinational	1163	51.8
sequential	184	22.3
tap	390	3.11
timing repair buffer	270	17.0
## critical path, stage by stage, from the launching register on
cell and delay [ns]:
dfxtp_1 0.39, ha_1 0.22, inv_1 0.06, fa_1 0.40
nor2b_1 0.17, o31a_1 0.21, o2111ai_1 0.20, a21oi_1 0.43
nor2b_1 0.29, o221a_2 0.28, o21a_1 0.12, nor2_1 0.04
xnor2_1 0.14, clkdlybuf4s50_1 0.47
## logic make-up after synthesis
logic type / after synthesis / synth area share [%]
adder cells (fa/ha/maj): 129 / 13.2
latches: 37 / 4.50
buffers and inverters: 175 / 5.95
multiplexers: 115 / 9.74
flip-flops: 147 / 23.8
AND/OR/NAND/NOR: 404 / 14.7
AND-OR/OR-AND: 465 / 24.5
XOR/XNOR: 50 / 3.55
## metrics by stage
stage,instances,hold slack [ns],setup WS (ns)
CTS,2134,2.01,4.26
global route,2134,2.01,4.02
detailed placement,2102,2.48,4.75
global placement,2102,2.49,4.83
floorplan,1522,2.07,5.67
finish,2134,2.03,4.29
Power is estimated from default activity; no workload was simulated.
