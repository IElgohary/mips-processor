===== design.v =====
module memory(ALUres_out, readData, rd_out, WB_out, branch, branchAddr_out, branch_in, memWrite, memRead, regWrite, memToReg, branchAddr, zero, ALUres, writeData, rd, clk);
input branch_in, memWrite, memRead, regWrite, memToReg, zero, clk;
input [31:0] branchAddr, ALUres, writeData;
input [4:0] rd;
output wire [31:0] ALUres_out, readData, branchAddr_out;
output wire [4:0] rd_out;
output wire [1:0] WB_out;
output wire branch;
wire branch_out, memWrite_out, memRead_out, PCSrc_out, memToReg_out, zero_out, regWrite_out;
wire [31:0] writeData_out;
assign WB_out = {regWrite_out, memToReg_out};
EXMEMreg mem(branchAddr_out, zero_out, ALUres_out, writeData_out, rd_out, branch_out, memRead_out, memWrite_out, regWrite_out,memToReg_out,
                branchAddr, zero, ALUres, writeData, rd, branch_in, memRead, memWrite, regWrite, memToReg, clk);
data_memory dm(readData, ALUres_out, writeData_out, memRead_out, memWrite_out, clk);
assign branch = zero & branch_out;
endmodule
module EXMEMreg (brachAdrOut, zeroOut, ALUresOut, RegValueOut, writeRegOut,BranchOut, MemReadOut, MemWriteOut, RegWriteOut,MemtoRegOut,brachAdr, zero, ALUres, RegValue, writeReg,Branch, MemRead, MemWrite, RegWrite,MemtoReg, clock);
output reg[31:0] brachAdrOut, ALUresOut, RegValueOut; 
output reg[4:0] writeRegOut; 
output reg zeroOut,BranchOut, MemReadOut, MemWriteOut, RegWriteOut,MemtoRegOut;
input [31:0] brachAdr, ALUres, RegValue; 
input [4:0] writeReg; 
input zero,Branch, MemRead, MemWrite, RegWrite,MemtoReg, clock;
always@(posedge clock)
begin
brachAdrOut=brachAdr;
ALUresOut=ALUres;
RegValueOut=RegValue;
writeRegOut=writeReg;
zeroOut=zero;
BranchOut=Branch;
MemReadOut=MemRead;
MemWriteOut=MemWrite;
RegWriteOut=RegWrite;
MemtoRegOut=MemtoReg;
end
endmodule
module data_memory(outData, address, inData, memRead, memWrite, clk);
    input memRead, memWrite, clk;
    input [31:0] inData;
    input [31:0] address;
    output reg [31:0] outData;
    reg [31:0] memory[0:255];
    integer i;
    initial 
    begin
        for( i = 0 ; i < 256; i= i + 1)
            memory[i] <= 0;
    end
    always@(posedge clk && memRead && ~memWrite)
    begin 
        outData <= memory[address[7:0]];
    end
    always@(posedge clk && ~memRead && memWrite)
    begin 
        memory[address[7:0]] <= inData;
    end
endmodule

===== run.sh =====
#!/bin/bash
# OpenROAD 26Q1-2900-gdf79404cd8, Yosys 0.63+post, stock flow scripts
make -C /OpenROAD-flow-scripts/flow DESIGN_CONFIG=/design/flow/config.mk WORK_HOME=/design/flow/orfs finish

===== config.mk =====
export PLATFORM = sky130hd
export DESIGN_NAME = memory
export DESIGN_NICKNAME = memory
export VERILOG_FILES = /design/flow/design.v
export SDC_FILE = /design/flow/constraint.sdc
export NUM_CORES = 4
export LEC_CHECK = 1
export CORE_UTILIZATION = 50
export SYNTH_MEMORY_MAX_BITS = 65536

===== constraint.sdc =====
current_design memory

set clk_period 727.9
set clk_io_pct 0.2

create_clock -name clk0 -period $clk_period [get_ports {clk}]

set non_clock_inputs [all_inputs -no_clocks]
set_input_delay [expr $clk_period * $clk_io_pct] -clock clk0 $non_clock_inputs
set_output_delay [expr $clk_period * $clk_io_pct] -clock clk0 [all_outputs]

==> job_summary.md <==
### Flow metrics

| Metric | Value |
|---|---|
| Result of the run | did not finish |
| Last stage | 5_1_grt |
| Error | [ERROR GRT-0116] Global routing finished with congestion. Check the congestion regions in the DRC Viewer. |
| Mapped cell area | between 0.3 and 0.4 mm2 |
| Top-area cell share | between 70% and 80% |
| Yosys warnings | 2 |
| Grt total ovfl | 183 |
| Seq/Total Area, Yosys | between 70 and 80% |
| # port buffers | between 200 and 250 |
| Vias in the first global route | approximately 210k |
| Ys flops | 8330 |
| Gpl congestion | between 0.8 and 0.9 |
| Post-CTS Repair Setup Buffers | 0 |
| Largest net degree at the start of global routing | about 110 |
| Total track usage | about half |
| Top cells by area, synth | edfxtp_1 (79%), mux4_2 (15%), a22oi_1 (2.5%), dfxtp_1 (0.89%), a21oi_1 (0.82%) |
| Cells after Synth | about 13000 |
| Cell type with the largest total area | edfxtp_1 |
| Init Core Util | about half |
| Chip Width | around 800 um |
| Hpwl dp | 499000 um |
| Avg Cell Area, Syn | ~24 um2 |
| Row cnt | about 290 |
| Chip Height | between 700 and 800 um |
| Io pins | roughly 210 |
| Yosys synthesis chip area | 0.311 mm2 |
| Yosys cell types | 19 |
| Yosys cell count | between 10000 and 15000 |
| Dpl ws | between 400 and 500 ns |
| First-pass GRT wire length | 1870000 um |
[kinds of logic after synthesis]
kind of cell	count (synthesis)	share of synthesized area (%)
flops	8330	79.9
mux	2048	14.8
compound gates	1664	3.65
buf+inv	792	1.15
simple gates	344	0.454
[metrics by stage]
step           power [mW]  cells  area, um2  hold slack [ns]  utilization (%)
2_1_floorplan       0.207  13200     311000          -363.67                -
3_3_place_gp        0.226  21700     330000          -363.67             53.2
3_5_place_dp        0.227  21700     330000          -363.66             53.2
4_1_cts             0.337  24600     369000           0.0895             59.6
[what timing repair did]
action | in CTS
endpoints found under the hold margin | 4
hold buffers | 1356
resized | 0
[synth_stat cells, drive strengths merged]
library cell	number
nor2	262
dfxtp	138
or2	1
o41ai	128
and2	4
a21oi	512
nand2	31
edfxtp	8192
nand3	4
nand2b	2
mux4	2048
nor2b	8
a22oi	1024
nand4	32
clkbuf	430
buf	362
[per-layer routing]
metal  track usage, %  overflow
met4             29.0        32
met1             46.6        59
met2             64.9        19
met3             53.0        60
met5             24.9        13
Power is estimated from default activity; no workload was simulated.
