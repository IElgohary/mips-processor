==> design/flow/design.v <==
module fetch(instruction, pc_out, pcSrc, clk, pc_branched );
input wire clk, pcSrc; 
input wire [31:0] pc_branched;
wire [31:0] pcOut_mux, mux_pc;
reg [31:0] pc, input_4 ;
output wire [31:0] instruction , pc_out; 
initial begin
  input_4 = 4;
  pc = 0;
end
always@(posedge clk) pc <= mux_pc;
assign pc_out = pcOut_mux;
instruction_memory im(clk, pc, instruction);
mux mux(mux_pc,pcOut_mux, pc_branched, pcSrc);
adder add(pcOut_mux, pc, input_4);
endmodule
module adder (out, in1, in2);
    input [31:0] in1 , in2;
    output [31:0] out;
    assign out = in1 + in2;
endmodule
module mux (out, in1 , in2, sel);
    input sel;
    input [31:0] in1,in2;
    output reg [31:0] out;
    always@(sel or in1 or in2)
    case (sel)
      0: out <= in1;
      1: out <= in2;
    endcase
endmodule
module instruction_memory(clk, readAddress, instruction);
input clk;
input [31:0] readAddress;
output reg [31:0] instruction;
reg [7:0]memory [1023:0] ;
initial begin
	{memory[0],memory[1],memory[2],memory[3]} = 'h2149FF00;
	{memory[4],memory[5],memory[6],memory[7]}= 'h2149FF04;
	{memory[8],memory[9],memory[10],memory[11]} = 'h014B4808;
	{memory[12],memory[13],memory[14],memory[15]} = 'h014B4812; 
	{memory[16],memory[17],memory[18],memory[19]} = 'h014B4816;  
	{memory[48],memory[49],memory[50],memory[51]} = 'h2149FF48;  
end
always @(posedge clk)
begin
	instruction <= {memory[readAddress[9:0]], memory[readAddress[9:0]+1], memory[readAddress[9:0]+2], memory[readAddress[9:0]+3]};
end
endmodule
==> design/flow/run.sh <==
#!/bin/bash
# OpenROAD 26Q1-2900-gdf79404cd8, Yosys 0.63+post, stock flow scripts
make -C /OpenROAD-flow-scripts/flow DESIGN_CONFIG=/design/flow/config.mk WORK_HOME=/design/flow/orfs finish
==> design/flow/config.mk <==
export PLATFORM = sky130hd
export DESIGN_NAME = fetch
export DESIGN_NICKNAME = fetch
export VERILOG_FILES = /design/flow/design.v
export SDC_FILE = /design/flow/constraint.sdc
export NUM_CORES = 4
export LEC_CHECK = 1
export CORE_UTILIZATION = 30
export SYNTH_MEMORY_MAX_BITS = 65536
==> design/flow/constraint.sdc <==
current_design fetch

set clk_period 4.9
set clk_io_pct 0.2

create_clock -name clk0 -period $clk_period [get_ports {clk}]

set non_clock_inputs [all_inputs -no_clocks]
set_input_delay [expr $clk_period * $clk_io_pct] -clock clk0 $non_clock_inputs
set_output_delay [expr $clk_period * $clk_io_pct] -clock clk0 [all_outputs]
==> results_dict.tcl <==
# implementation run metrics
set metrics [dict create \
    status "completed" \
    clk_pin_slew_ns 0.05 \
    p_seq_share_pct 36.1 \
    topCellsByArea "dfxtp_1, xnor2_1, mux2_2, ha_1, nand2_1" \
    layout-drive-gt1-share_pct 9.96 \
    portBuffers 97 \
    synth.most_common_cell "dfxtp_1" \
    postCtsResizedCells 0 \
    pwr-share-comb_pct 30.0 \
    cp.required_ns 3.92 \
    hpwl_um 6900 \
    grt_pass1_vias 3119 \
    insertion_delay_ns 0.33 \
    synthToLayoutAreaGrowth_pct 38.7 \
    p_per_area_mw_per_mm2 386 \
    grt_overflow 0 \
    synth.top_cell.area_share_pct 34.6 \
    finalClockSkew_ns 0.00711 \
    cp_max_fo 13 \
    grt_max_degree 31 \
    die_h_um 111 \
    cts_root_buffer "clkbuf_16" \
    wirelength_um 9440 \
    stdcell_area_mm2 0.00497 \
    combGateArea_mm2 0.00211 \
    ff_latch_area_mm2 0.00130 \
    gp_congestion 0.889 \
    power.static_leakage_nw 1.87 \
    drt_iter0_drc 128 \
    grt_pass1_wl_um 15700 \
    peakVddDrop_v 0.000140 \
    hold_viol_final 0 \
    core_mm2 0.0115 \
    maxSlewHeadroom_pct 44.0 \
    die-area_mm2 0.0124 \
    ff_type "dfxtp_1" \
    placementRows 39 \
    fin_setup_tns_ns 0 \
    synth_area_per_cell_um2 8.80 \
    arrival_ns 3.20 \
    edf_count 2 \
    warning_count 33 \
    netlist_instances 407 \
    worst_setup_path_start_kind "flop" \
    switching_share_pct 27.9 \
    rsz0062_at_grt "false" \
    first_pass_iters 22 \
    min_period_ns 4.18 \
    io_pins 98 \
    pre_cts_slack_ns 1.07 \
    grtUsageTotal_pct 15.9 \
    intPower_mw 1.38 \
    via_per_inst 5.14 \
    cts_buffers 9 \
    pwr-share-clk_pct 33.9 \
    setup_viol 0 \
    synth.largest_area_cell "dfxtp_1" \
    ys_async_sr_fraction_pct 0 \
    worst_pin_slew_ns 0.841 \
    yosysSeqAreaShare_pct 36.3 \
    hold_buffers 0 \
    synthesis.area_mm2 0.00358 \
    drv_slew 0 \
    switching_power_mw 0.534 \
    cts_tree "yes" \
    n_fill_cell 1136 \
    worstSetupEndpointType "primary output" \
    fin_util_pct 43.1 \
    h-tree-depth 3 \
    common_cells "dfxtp_1, nand2_1, nor2_1" \
    drc 0 \
    hold_class "reg -> reg" \
    r2r_cells 5 \
    ant_nets 0 \
    max_freq_mhz 239 \
    vias 3313 \
    ys_types 62 \
    antenna_found_initial 0 \
    yosys-stat-area_mm2 0.00358 \
    yosys_cells 407 \
    fin_ws_ns 0.716 \
    n_antenna_cell 0 \
    drv_cap 0 \
    routedWlPerCell_um 14.6 \
    dieWidth_um 111 \
    final.period_utilization_pct 85.4 \
    placed_area_mm2 0.00466 \
    clock-sinks 64 \
    ys_warn_count 3 \
    clock_path_buffers 2 \
    numSynthFlops 64 \
    hold_depth 2 \
    reg2reg_setup_slack_ns 2.28 \
    initCoreUtil_pct 31.1 \
    post_cts.repair.setup_buffers 0 \
    path_class "reg -> out" \
]
-- layout make-up --
class / instances / area share [%]
Multi-Input combinational cell: 304 / 42.5
Sequential cell: 64 / 26.2
Timing Repair Buffer: 103 / 20.4
Clock buffer: 11 / 5.09
Tap cell: 143 / 3.60
Inverter: 15 / 1.13
Clock inverter: 5 / 1.08
-- cells by family (layout without fill, tap and decap cells) --
group,after synthesis,in the layout,share of synthesized area (%)
buf+inv,39,134,4.82
fa+ha+maj,13,13,4.54
compound gates,82,82,16.3
xor+xnor,29,29,7.09
flops,64,64,36.3
simple gates,158,158,24.2
mux,22,22,6.67
-- state kept, by name (all words and copies together), names as in the netlist --
signal / count
pc: 32
im.instruction: 32
-- power groups by stage --
stage | combinational (mW) | sequential, mW | clock, mW
after CTS | 0.579 | 0.694 | 0.663
after global routing | 0.640 | 0.708 | 0.689
final | 0.575 | 0.692 | 0.649
-- path summary, 6_finish.rpt --
kind	from	end
setup / recovery	pc[2]$_DFF_P_	pc_out[30]
hold / removal	pc[31]$_DFF_P_	pc[31]$_DFF_P_
setup reg to reg	pc[0]$_DFFE_PP_	im.instruction[17]$_DFF_P_
hold reg to reg	pc[31]$_DFF_P_	pc[31]$_DFF_P_
-- stage by stage --
step / hold slack [ns] / total power, mW / std cells
finish: 0.512 / 1.92 / 645
global route: 0.545 / 2.04 / 645
CTS: 0.516 / 1.94 / 645
detailed placement: 0.509 / 1.28 / 629
global placement: 0.500 / 1.28 / 629
floorplan: 0.483 / 0.977 / 407
-- worst max-delay path, cell delays in order (launching register included) --
cell	delay, ns
dfxtp_1	0.58
ha_1	0.51
and3_1	0.27
nand4_1	0.34
or4_1	0.63
nand2_1	0.09
clkdlybuf4s50_1	0.46
-- cell usage in the layout, fill, tap and decap left out, types with 8 or more instances in the layout --
| master | Yosys | final |
|---|---|---|
| nand2_1 | 39 | 39 |
| clkdlybuf4s50_1 | 0 | 97 |
| nor2b_1 | 8 | 8 |
| clkbuf_16 | 0 | 9 |
| nand4_1 | 10 | 10 |
| mux2_2 | 15 | 15 |
| nand3_1 | 14 | 14 |
| nor2_1 | 27 | 27 |
| inv_1 | 15 | 15 |
| a21oi_1 | 14 | 14 |
| a31oi_1 | 11 | 11 |
| nor3_1 | 8 | 8 |
| xnor2_1 | 20 | 20 |
| ha_1 | 13 | 13 |
| o21ai_0 | 11 | 11 |
| dfxtp_1 | 62 | 62 |
| xor2_1 | 9 | 9 |
-- layer usage --
metal / share of wire [%] / vias to the layer above / routed length (µm) / GRT usage, %
met5: 0 / - / 0 / 0
met4: 2.2 / 0 / 209 / 2.52
met3: 6.1 / 17 / 579 / 2.79
met2: 45 / 123 / 4250 / 24.5
met1: 47 / 1501 / 4410 / 24.1
li1: - / 1672 / - / -
Power figures rest on the tool's default switching activity, not on a simulated workload.
